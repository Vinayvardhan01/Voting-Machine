## flow/design.v

```verilog
`timescale 1ns / 1ps
module buttoncontrol(
    input clk, rst, button,
    output reg valid_vote
);
reg [5:0] counter;                                         
always @(posedge clk) begin
    if (rst)
        counter <= 0;
    else begin
        if (button && counter < 5)         
            counter <= counter + 1;
        else if (!button)
            counter <= 0;
    end
end
always @(posedge clk) begin
    if (rst)
        valid_vote <= 1'b0;
    else begin
        if (counter == 5)                  
            valid_vote <= 1'b1;
        else
            valid_vote <= 1'b0;
    end
end
endmodule
`timescale 1ns / 1ps
module modeControl(
    input clk, rst, mode, valid_vote_casted,
    input [7:0] cand1_vote, cand2_vote, cand3_vote, cand4_vote,
    input cand1_button, cand2_button, cand3_button, cand4_button,
    output reg [7:0] leds
);
reg [5:0] counter;
always @(posedge clk) begin
    if (rst)
        counter <= 0;
    else if (valid_vote_casted)
        counter <= 1;
    else if (counter != 0 && counter < 5)  
        counter <= counter + 1;
    else
        counter <= 0;
end
always @(posedge clk) begin
    if (rst)
        leds <= 8'b00000000;
    else begin
        if (mode == 0) begin  
            if (counter > 0)
                leds <= 8'b11111111;
            else
                leds <= 8'b00000000;
        end else if (mode == 1) begin  
            if (cand1_button)
                leds <= cand1_vote;
            else if (cand2_button)
                leds <= cand2_vote;
            else if (cand3_button)
                leds <= cand3_vote;
            else if (cand4_button)
                leds <= cand4_vote;
            else
                leds <= 8'b00000000;
        end
    end
end
endmodule
`timescale 1ns / 1ps
module votelogger(
    input clk, rst,mode,
    input cand1_validvote, cand2_validvote, cand3_validvote, cand4_validvote,
    output reg [7:0] cand1_vote_recvd, cand2_vote_recvd, cand3_vote_recvd, cand4_vote_recvd
);
always @(posedge clk) begin
    if (rst) begin
        cand1_vote_recvd <= 0;
        cand2_vote_recvd <= 0;
        cand3_vote_recvd <= 0;
        cand4_vote_recvd <= 0;
    end else begin
        if (cand1_validvote & mode==0)
            cand1_vote_recvd <= cand1_vote_recvd + 1;
        else if (cand2_validvote & mode==0)
            cand2_vote_recvd <= cand2_vote_recvd + 1;
        else if (cand3_validvote& mode==0)
            cand3_vote_recvd <= cand3_vote_recvd + 1;
        else if (cand4_validvote & mode==0)
            cand4_vote_recvd <= cand4_vote_recvd + 1;
    end
end
endmodule
`timescale 1ns / 1ps
module votingMachine(
    input clk, rst, mode,
    input button1, button2, button3, button4,
    output [7:0] led
);
    wire valid_vote_c1, valid_vote_c2, valid_vote_c3, valid_vote_c4;
    wire [7:0] vote_count1, vote_count2, vote_count3, vote_count4;
    wire any_valid_vote;
    assign any_valid_vote = valid_vote_c1 | valid_vote_c2 | valid_vote_c3 | valid_vote_c4;
    buttoncontrol bc1(.clk(clk), .rst(rst), .button(button1), .valid_vote(valid_vote_c1));
    buttoncontrol bc2(.clk(clk), .rst(rst), .button(button2), .valid_vote(valid_vote_c2));
    buttoncontrol bc3(.clk(clk), .rst(rst), .button(button3), .valid_vote(valid_vote_c3));
    buttoncontrol bc4(.clk(clk), .rst(rst), .button(button4), .valid_vote(valid_vote_c4));
    votelogger vl(
        .clk(clk), .rst(rst),.mode(mode),
        .cand1_validvote(valid_vote_c1),
        .cand2_validvote(valid_vote_c2),
        .cand3_validvote(valid_vote_c3),
        .cand4_validvote(valid_vote_c4),
        .cand1_vote_recvd(vote_count1),
        .cand2_vote_recvd(vote_count2),
        .cand3_vote_recvd(vote_count3),
        .cand4_vote_recvd(vote_count4)
    );
    modeControl mc(
        .clk(clk), .rst(rst), .mode(mode),
        .valid_vote_casted(any_valid_vote),
        .cand1_vote(vote_count1),
        .cand2_vote(vote_count2),
        .cand3_vote(vote_count3),
        .cand4_vote(vote_count4),
        .cand1_button(button1),
        .cand2_button(button2),
        .cand3_button(button3),
        .cand4_button(button4),
        .leds(led)
    );
endmodule
```

## flow/run.sh

```bash
#!/bin/bash
# OpenROAD 26Q1-2900-gdf79404cd8, Yosys 0.63+post, stock flow scripts
make -C /OpenROAD-flow-scripts/flow DESIGN_CONFIG=/design/flow/config.mk WORK_HOME=/design/flow/orfs finish
```

## flow/config.mk

```make
export PLATFORM = sky130hd
export DESIGN_NAME = votingMachine
export DESIGN_NICKNAME = votingMachine
export VERILOG_FILES = /design/flow/design.v
export SDC_FILE = /design/flow/constraint.sdc
export NUM_CORES = 4
export LEC_CHECK = 1
export CORE_UTILIZATION = 30
```

## flow/constraint.sdc

```tcl
current_design votingMachine

set clk_period 2.6
set clk_io_pct 0.2

create_clock -name clk0 -period $clk_period [get_ports {clk}]

set non_clock_inputs [all_inputs -no_clocks]
set_input_delay [expr $clk_period * $clk_io_pct] -clock clk0 $non_clock_inputs
set_output_delay [expr $clk_period * $clk_io_pct] -clock clk0 [all_outputs]
```

==> results_dict.tcl <==
# yosys + openroad results
set metrics [dict create \
    lay_top_count "dfxtp_1" \
    crit_path_start_kind "input port" \
    die_h_um 107 \
    clock_skew_ps 8.02 \
    status "completed" \
    htree_num_levels 3 \
    core_um2 10500 \
    dpl.hpwl_um 4280 \
    postRouteAntennaNets 0 \
    top_area_share_pct 45.0 \
    dp_slack_ps 336 \
    yosys-stat-area_um2 3290 \
    wl_per_cell_um 11.8 \
    vdd_drop_max_mv 0.248 \
    io_buffers 14 \
    postCtsHoldBufs 0 \
    clock_latency_ps 340 \
    ff_type "dfxtp_1" \
    final_util_pct 36.1 \
    tightest_slew_ps 583 \
    cts_setup_buffers 0 \
    die_x_um 107 \
    cts_root_buf "clkbuf_8" \
    ys_seq_share_pct 45.0 \
    layout_top_cells "74 x dfxtp_1, 56 x nor2_1, 26 x inv_1" \
    antenna_found_initial 0 \
    maxCapViolations 0 \
    drt_iter0_drc 142 \
    min_path_type "reg2reg" \
    area_leaders "dfxtp_1 45%, ha_1 7.2%, nor2_1 6.4%" \
    netlist_instances 358 \
    ys_warn_count 3 \
    grt_usage_pct 11.6 \
    grt_max_degree 50 \
    cpPeakStageDelay_ps 590 \
    die_area_um2 11400 \
    fmax_mhz 528 \
    drc_errors 0 \
    path_buffers 1 \
    num_antenna_cells 0 \
    syn_to_final_growth_pct 14.8 \
    cts_tree "done" \
    via_count 2387 \
    clock-sinks 74 \
    finalHoldViolCount 0 \
    ys.flops 74 \
    fin_crit_ps 1900 \
    setup_violations 0 \
    grt_setup_unrepaired "no" \
    tool_warnings 35 \
    ys_types 36 \
    cellLeakagePower_nw 1.36 \
    slew_headroom_pct 60.7 \
    netlist_area_um2 3290 \
    whs_ps 428 \
    ys_cells 358 \
    avgSynthCellArea_um2 9.19 \
    grt_remaining_overflow 0 \
    drv_slew 0 \
    required_ps 2860 \
    setup_ws_ps 705 \
    period_used_pct 72.9 \
    largest_area_cell "dfxtp_1" \
    drive_gt1_share_pct 7.39 \
    path_max_fanout 10 \
    cp.arrival_ps 2160 \
    finalWirelength_um 6060 \
    gp_congestion 0.808 \
    setup_tns_ps 0 \
    cts_resized 0 \
    max-clock-path-buffers 2 \
    edf_count 0 \
    p_total_mw 2.14 \
    worst_setup_path_end_kind "flop" \
    async_flop_share_pct 0 \
    boundaryPins 15 \
    first_pass_iters 4 \
    critPathTopFamily "buffers and inverters" \
    critPathKind "in2reg" \
    row_count 37 \
    path_cells "clkdlybuf4s50_1, nor2b_1, a221o_1, o2111ai_1, a21oi_1" \
    clkTransAtPathRegs_ps 80 \
    cts_buffers 9 \
    vias_per_cell 4.63 \
    floorplan.core_util_pct 31.4 \
    slowest_stage "clkdlybuf4s50_1" \
    power_density_nw_per_um2 566 \
    grt_pass1_wl_um 10500 \
    grt_pass1_vias 2213 \
]
==> metrics by stage <==
step,cells,instance area (µm²)
2_1_floorplan,359,3290
6_report,515,3770
3_5_place_dp,500,3580
4_1_cts,515,3770
5_1_grt,515,3770
3_3_place_gp,500,3580
==> power breakdown <==
| part | switching, mW | internal, mW |
|---|---|---|
| Combinational | 0.0591 | 0.0509 |
| Clock | 0.408 | 0.460 |
| Sequential | 0.00867 | 1.15 |
| Total | 0.476 | 1.66 |
==> final cells by class <==
| class | instances | area [µm²] |
|---|---|---|
| Fill cell | 1049 | 6690 |
| Clock inverter | 5 | 55.1 |
| Inverter | 26 | 97.6 |
| Tap cell | 136 | 170 |
| Timing Repair Buffer | 18 | 170 |
| Clock buffer | 10 | 138 |
| Sequential cell | 74 | 1480 |
| Multi-Input combinational cell | 246 | 1660 |
==> cells by family after synthesis <==
family	Yosys count	synth area share (%)
buffers and inverters	39	4.53
and+or+nand+nor	142	22.9
other	1	0.114
muxes	6	1.83
DFF	74	45.0
adders and majority gates	19	7.23
AOI/OAI and AO/OA	43	9.36
xor gates and xnor gates	34	9.05
==> state kept, by name (all words and copies together), names as in the netlist <==
| signal | flops |
|---|---|
| bc1.counter | 6 |
| bc1.valid_vote | 1 |
| bc2.counter | 6 |
| bc2.valid_vote | 1 |
| bc3.counter | 6 |
| bc3.valid_vote | 1 |
| bc4.counter | 6 |
| bc4.valid_vote | 1 |
| mc.counter | 6 |
| mc.leds | 8 |
| vl.cand1_vote_recvd | 8 |
| vl.cand2_vote_recvd | 8 |
| vl.cand3_vote_recvd | 8 |
| vl.cand4_vote_recvd | 8 |
==> cell usage after synthesis (all sizes together), types with 2 or more instances <==
library cell and instances:
nand2 14, mux2i 6, o2111ai 8, clkbuf 12, o21ai 6, and4b 4
nand3 10, nor4 4, and3 4, a221o 8, nor3 10, dfxtp 74
ha 19, a31oi 3, xor2 19, nand4 13, or4b 2, a21oi 13
nor2b 4, xnor2 15, o21ba 3, nor2 56, nand4bb 2, nand2b 15
inv 26
==> path summary, 6_finish.rpt <==
check,startpoint,endpoint,slack [ps],cells after the start
setup reg to reg,mc.counter[0],mc.counter[2],910,6
setup / recovery,button3,mc.leds[7],700,5
hold reg to reg,bc1.counter[5],bc1.counter[5],430,2
hold / removal,bc1.counter[5],bc1.counter[5],430,2
==> routing by layer <==
metal,share of wire (%),GRT usage (%),vias up
li1,-,-,1251
met1,50,16.7,1088
met2,44,18.3,43
met3,5.4,3.16,5
met4,1.0,0.978,0
met5,0,0,-
==> tightest hold or removal path, stage by stage, from the launching register on <==
cell and delay (ps):
dfxtp_1 310, inv_1 40, nor2_1 30
Power and IR drop assume default switching activity.
